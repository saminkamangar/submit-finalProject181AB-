File: /design/flow/constraint.sdc
current_design accelerator

set clk_period 3.9
set clk_io_pct 0.2

create_clock -name clk0 -period $clk_period [get_ports {clk}]

set non_clock_inputs [all_inputs -no_clocks]
set_input_delay [expr $clk_period * $clk_io_pct] -clock clk0 $non_clock_inputs
set_output_delay [expr $clk_period * $clk_io_pct] -clock clk0 [all_outputs]
File: /design/flow/run.sh
#!/bin/bash
# OpenROAD 26Q1-2900-gdf79404cd8, Yosys 0.63+post, stock flow scripts
make -C /OpenROAD-flow-scripts/flow DESIGN_CONFIG=/design/flow/config.mk WORK_HOME=/design/flow/orfs finish
File: /design/flow/design.v
module accelerator (
	input clk,
	output reg read_n =1 ,
	output reg write_n  = 1,
	output chipselect,
	input waitrequest,
	output reg [31:0] address = 0,
	output [1:0] byteenable,
	input readdatavalid,
	input [15:0] readdata,
	output reg [15:0] writedata,
	input reset_n
);
parameter IDLE = 6'b1, READ = 6'h2, WRITE = 6'h3, WRITE_DONE = 6'h4, WAIT_VALID = 6'h5;
reg [15:0] storedata = 16'h0;
reg [17:0] counter = 18'b0;
reg [16:0] rcv_counter = 17'b0;
reg [5:0] state = IDLE;
parameter SDRAM_BASE = 32'hC0000000;
assign byteenable = 2'b11;
assign chipselect = 1;
always @ (posedge clk)  
begin
	if (!reset_n)
		state <= IDLE;
	else
	begin
			case (state)
			IDLE:  
			begin
				state <= (readdatavalid && readdata == 16'hFFFE) ? READ: IDLE;  
			end
			READ:  
			begin	
				state <= (!waitrequest) ? WAIT_VALID: READ; 
			end
			WAIT_VALID:
			begin
				state <= (readdatavalid) ? WRITE: WAIT_VALID;
			end
			WRITE:  
			begin
				if (waitrequest)  
					state <= WRITE;
				else
					state <= (counter < 262143) ? READ: WRITE_DONE;  
			end
			WRITE_DONE:  
			begin
				state <= (!waitrequest) ? IDLE: WRITE_DONE;	
			end
			endcase
	end
end
always @ (posedge clk)  
begin
	address <= address;
	counter <= counter;
	case (state)
	IDLE:
	begin
		address <= (readdatavalid && readdata == 16'hFFFE) ? SDRAM_BASE+1: SDRAM_BASE;  
		counter <= 18'b0;
	end
	READ:
	begin
		address <= SDRAM_BASE+1 + counter;
	end
	WRITE:
	begin
		address <= SDRAM_BASE+1 + 262144 + counter;
		counter <= (waitrequest == 0) ? counter + 1: counter;
	end
	WRITE_DONE:
		address <= SDRAM_BASE;
	endcase
end
always @ (posedge clk)  
begin
	if (readdatavalid)
		storedata <= readdata;
end
always @ (posedge clk)  
begin
	read_n <= 1;
	write_n <= 1;
	writedata <= 16'b0;
	case (state)
		IDLE:  
		begin
			read_n <= 0;		
		end
		READ:
		begin
			read_n <= 0;
		end
		WRITE:
		begin				
			write_n <= 0;
			writedata <= storedata;
		end
		WRITE_DONE:
		begin
			write_n <= 0;
			writedata <= 16'hFFFF;
		end
	endcase 
end
endmodule
File: /design/flow/config.mk
export PLATFORM = sky130hd
export DESIGN_NAME = accelerator
export DESIGN_NICKNAME = accelerator
export VERILOG_FILES = /design/flow/design.v
export SDC_FILE = /design/flow/constraint.sdc
export NUM_CORES = 4
export LEC_CHECK = 1
export CORE_UTILIZATION = 40
==> impl_metrics.py <==
# Synthesis and PnR figures
metrics = {
    "final_timing": {
        "max_freq_mhz": 433,
        "slew_headroom_pct": 45.1,
        "hold_viol": 0,
        "slew_violations": 0,
        "fin_crit_sh_pct": 59.3,
        "clock_skew_ps": 4.43,
        "fin_tns_setup_ps": 0,
        "rsz0062_at_grt": "false",
        "setup_violations": 0,
        "finalCriticalPeriod_ps": 2310,
        "fin_ws_ps": 1590,
        "worstMarginPinSlew_ps": 821,
    },
    "synth": {
        "ys_warn_count": 1,
        "synth_area_um2": 3060,
        "synthFlopType": "edfxtp_1",
        "avgSynthCellArea_um2": 12.4,
        "top_area_share_pct": 53.9,
        "synth_seq_share_pct": 67.6,
        "synth-seq-cells": 76,
        "yosys.area.top_type": "edfxtp_1",
        "top_cell": "edfxtp_1",
        "synth_cell_types": 36,
        "common_cells": "edfxtp_1 (55), nor2_1 (37), dfxtp_1 (21)",
        "yosys_cells": 248,
        "synthArstFlopShare_pct": 0,
        "edf_count": 55,
        "topCellsByArea": "edfxtp_1 (54%), dfxtp_1 (14%), nor2_1 (4.5%)",
        "synthCells": 248,
        "yosysChipArea_um2": 3060,
    },
    "clocking": {
        "cts-buffers-inserted": 9,
        "clockRootBuffer": "clkbuf_8",
        "cts_setup_buffers": 0,
        "h-tree-depth": 3,
        "clk_pin_slew_ps": 80,
        "cts_hold_buf": 0,
        "cts_tree": "done",
        "cts_buffer_depth": 2,
        "worstSkewPairLatency_ps": 340,
        "cts_sinks": 76,
        "cts-resized-gates": 0,
    },
    "die": {
        "dieArea_um2": 8010,
        "die.size.y_um": 89.5,
        "fp.dieW_um": 89.5,
        "boundaryPins": 73,
        "fp_util_pct": 41.8,
        "row_count": 31,
        "core_um2": 7330,
    },
    "grt": {
        "grt_pass1_wl_mm": 8.65,
        "antenna_found_initial": 0,
        "track_usage_pct": 15.1,
        "grt_max_degree": 21,
        "grt_pass1_vias": 1790,
        "grt.overflow.total": 0,
    },
    "detailed_routing": {
        "vias": 1950,
        "routed_via_density": 4.68,
        "post_drt_wl_per_cell_um": 12.8,
        "first_iter_violations": 72,
        "firstDrtPassIters": 4,
        "antenna_cells": 0,
        "ant_nets": 0,
        "totalWireLength_mm": 5.35,
        "drc": 0,
    },
    "critical_path": {
        "cp_data_arrival_time_ps": 2470,
        "critPathMaxStageDelay_ps": 690,
        "reg2reg_to": "address[18]",
        "setup.worst_path.start": "counter[0]",
        "crit_required_ps": 4060,
        "worstRegToRegCells": 5,
        "crit_path_cell_trace": "ha_1 -> nand2_1 -> or4_1 -> or3_2 -> a21oi_1",
        "r2r_start": "counter[0]",
        "cp_slowest_cell": "or4_1",
        "startpoint_type": "flip-flop",
        "cp_max_fo": 8,
        "critical_path_class": "flip-flop to flip-flop",
        "crit_path_end_kind": "flip-flop",
        "r2r_slack_ps": 1590,
    },
    "power_and_ir_drop": {
        "power_density_nw_per_um2": 377,
        "peakVddDrop_mv": 0.137,
        "power.leakage_nw": 1.52,
    },
    "run": {
        "warnings": 25,
        "cap_violations": 0,
    },
    "min_path": {
        "holdPathStages": 1,
        "hp-start": "storedata[2]",
        "hp-class": "flip-flop to flip-flop",
        "hold_end": "writedata[2]",
    },
    "placed_design": {
        "io_buffers": 59,
        "hpwlAfterDp_mm": 3.43,
        "place_ws_ps": 1320,
        "place.gp.congestion": 0.809,
    },
    "cells_and_area": {
        "regArea_um2": 2070,
        "syn_to_final_growth_pct": 28.0,
        "final_util_pct": 53.5,
        "drive_above_1_share_pct": 8.81,
        "final-comb-area_um2": 873,
        "fillers": 619,
    },
    "run_status": {
        "status": "finished clean",
    },
}
worst max-delay path by stage:
| stage | endpoint | cells past startpoint |
|---|---|---|
| 4_1_cts | address[18] | 5 |
| 5_1_grt | address[16] | 5 |
| 6_report | address[18] | 5 |
routing by layer:
metal,vias up,share of wire [%],track usage (%)
li1,986,-,-
met1,882,47,25.5
met2,64,43,20.3
met3,18,6.2,4.59
met4,0,3.3,4.47
met5,-,0,0
metrics by stage:
stage          cells  hold WS (ps)  instance area [um2]  power (mW)
6_report         417           444                 3920        1.48
5_1_grt          417           460                 3920        1.53
4_1_cts          417           446                 3920        1.50
3_5_place_dp     401           425                 3730       0.926
3_3_place_gp     401           424                 3730       0.927
2_1_floorplan    260           420                 3110       0.907
flip-flops by register name (all words and copies together), names as in the netlist:
register,flops
address,21
writedata,16
read_n,1
write_n,1
counter,18
state,3
storedata,16
where the power goes:
group | internal, mW | leakage [nW] | switching [mW] | total [mW]
combinational | 0.0211 | 0.618 | 0.0111 | 0.0322
clock | 0.292 | 0.0996 | 0.277 | 0.570
sequential | 0.872 | 0.805 | 0.00389 | 0.876
critical path, delay by kind of cell (launching register included):
family          cells  cell delay [ps]
compound gates      1              180
fa+ha+maj           1              240
flops               1              410
simple gates        3             1300
cells in the final DEF (no fill, tap or decap), types with 3 or more instances in the layout:
cell type / count
clkdlybuf4s50_1: 59
a21o_1: 16
or3_2: 3
inv_1: 8
clkbuf_8: 9
a21oi_1: 12
xor2_1: 3
xnor2_1: 10
o21ai_0: 6
or4_1: 3
conb_1: 14
dfxtp_1: 21
nor3_1: 6
nand4_1: 4
buf_4: 5
nor2_1: 37
clkinv_2: 3
edfxtp_1: 55
nand2_1: 11
nand3_1: 6
final cells by class:
cell class	count	area share, %
Sequential cell	76	52.9
Multi-Input combinational cell	153	22.3
Tap cell	99	3.16
Clock inverter	7	1.66
Inverter	9	0.862
Timing Repair Buffer	64	16.0
Clock buffer	9	3.16
logic make-up (layout without fill, tap and decap cells):
group,after synthesis,count (layout),share of synthesized area (%)
and+or+nand+nor,84,84,13.7
DFF,76,76,67.6
AOI/OAI and AO/OA,40,40,8.46
buffers and inverters,31,89,5.56
xor gates and xnor gates,14,14,4.00
other,2,14,0.245
adders and majority gates,1,1,0.408
No activity file was given, so power comes from the tool's default toggle rates.
