[flow/design.v]
module sobel_accelerator (
	input clk,
	output reg read_n =1 ,
	output reg write_n  = 1,
	output chipselect,
	input waitrequest,
	output reg [31:0] address = 32'hC0000000,
	output [1:0] byteenable,
	input readdatavalid,
	input [15:0] readdata,
	output reg [15:0] writedata,
	input reset_n
);
assign byteenable = 2'b11;
assign chipselect = 1'b1;
parameter HEIGHT = 512;
parameter WIDTH = 512;
parameter SDRAM_BASE = 32'hC0000000;
parameter [4:0] 
	IDLE  = 0,
	READ_PREV_INIT = 1,
	READ_CURR_INIT = 2,
	READ_NEXT_INIT = 3,
	COMP_INIT  = 4,
	READ_PREV  = 5,
	READ_CURR  = 6,
	READ_NEXT  = 7,
	COMP  = 8,
	WRITE = 9,
	COMP_LAST  = 10,
	WRITE_LAST = 11,
	WRITE_DONE  = 12;
reg [15:0] prev_row, curr_row, next_row;
reg [31:0] read_address, write_address;
reg  [7:0] O [-1:+1][-1:+1];
reg signed [10:0] Dx, Dy;  
reg [10:0] D;				 
reg  [7:0] abs_D;
reg  [15:0] result;
reg [4:0] state = IDLE, next_state = IDLE;
reg prev_load = 0, curr_load = 0, next_load = 0;
reg shift_en = 0;
reg write_en = 0;
reg idle = 1;
reg start = 0, done = 0;
reg result_valid = 0;
reg prev_read_sent = 0, curr_read_sent = 0, next_read_sent = 0;
reg shift_count = 0;
reg [19:0] pixel_count = 0;
reg [4:0] fill_count = 0;
function [10:0] abs( input signed [10:0] x);
	abs = (x>=0) ? x : -x;
endfunction
always @ (posedge clk)  
	state <= (!reset_n) ? IDLE: next_state;
always @ (posedge clk)  
begin
	idle <= 0;
	prev_load <= 0;
	curr_load <= 0;
	next_load <= 0;
	shift_en <= 0;
	write_en <= 0;
	done <= 0;
	case (next_state)
		IDLE: begin
			idle <= 1;
		end
		READ_PREV_INIT: begin
			prev_load <= 1;
		end
		READ_CURR_INIT: begin
			curr_load <= 1;
		end
		READ_NEXT_INIT: begin
			next_load <= 1;
		end
		COMP_INIT: begin
			shift_en <= 1;
		end
		READ_PREV: begin
			prev_load <= 1;
		end
		READ_CURR: begin
			curr_load <= 1;
		end
		READ_NEXT: begin
			next_load <= 1;
		end
		COMP: begin
			shift_en <= 1;
		end
		WRITE: begin
			write_en <= 1;
		end
		COMP_LAST: begin
			shift_en <= 1;
		end
		WRITE_LAST: begin
			write_en <= 1;
		end
		WRITE_DONE: begin
			done <= 1;
		end
	endcase
end
always @ (*) begin  
	case (state)
		IDLE: begin
			next_state = (start) ? READ_PREV_INIT: IDLE;
		end
		READ_PREV_INIT: begin
			next_state = (readdatavalid) ? READ_CURR_INIT: READ_PREV_INIT;
		end
		READ_CURR_INIT: begin
			next_state = (readdatavalid) ? READ_NEXT_INIT: READ_CURR_INIT;
		end
		READ_NEXT_INIT: begin
			next_state = (readdatavalid) ? COMP_INIT: READ_NEXT_INIT;
		end
		COMP_INIT: begin
			next_state = (result_valid) ? READ_PREV: ((shift_count) ? READ_PREV_INIT: COMP_INIT);
		end
		READ_PREV: begin
			next_state = (readdatavalid) ? READ_CURR: READ_PREV;
		end
		READ_CURR: begin
			next_state = (readdatavalid) ? READ_NEXT: READ_CURR;
		end
		READ_NEXT: begin
			next_state = (readdatavalid) ? COMP: READ_NEXT;
		end
		COMP: begin
			next_state = (shift_count) ? WRITE: COMP;
		end
		WRITE: begin
			if (pixel_count < ((HEIGHT-2)*WIDTH - 1))
				next_state = (!waitrequest) ? READ_PREV: WRITE;
			else
				next_state = COMP_LAST;
		end
		COMP_LAST: begin
			next_state = (shift_count) ? WRITE_LAST: COMP_LAST;
		end
		WRITE_LAST: begin
			next_state = (!waitrequest) ? WRITE_DONE: WRITE_LAST;
		end
		WRITE_DONE: begin
			next_state = (!waitrequest) ? IDLE: WRITE_DONE;
		end
	endcase
end
always @(posedge clk) begin 
	if (shift_en) begin
		D = abs(Dx) + abs(Dy);
		abs_D <= (D > 255) ? 255: D[7:0];
		Dx <= - $signed({3'b000, O[-1][-1]})
			+ $signed({3'b000, O[-1][+1]})
			- ($signed({3'b000, O[ 0][-1]}) << 1)
			+ ($signed({3'b000, O[ 0][+1]}) << 1)
			- $signed({3'b000, O[+1][-1]})
			+ $signed({3'b000, O[+1][+1]});
		Dy <= $signed({3'b000, O[-1][-1]})
			+ ($signed({3'b000, O[-1][ 0]}) << 1)
			+ $signed({3'b000, O[-1][+1]})
			- $signed({3'b000, O[+1][-1]}) 
			- ($signed({3'b000, O[+1][ 0]}) << 1)
			- $signed({3'b000, O[+1][+1]});
		O[-1][-1] <= O[-1][0];
		O[-1][ 0] <= O[-1][+1];
		O[-1][+1] <= prev_row[15:8];
		O[ 0][-1] <= O[0][0];
		O[ 0][ 0] <= O[0][+1];
		O[ 0][+1] <= curr_row[15:8];
		O[+1][-1] <= O[+1][ 0];
		O[+1][ 0] <= O[+1][+1];
		O[+1][+1] <= next_row[15:8];
		prev_row[15:8] <= prev_row[7:0];
		curr_row[15:8] <= curr_row[7:0];
		next_row[15:8] <= next_row[7:0];
	end
	else begin
		prev_row <= (prev_load && readdatavalid) ? readdata: prev_row;
		curr_row <= (curr_load && readdatavalid) ? readdata: curr_row;
		next_row <= (next_load && readdatavalid) ? readdata: next_row;
	end
end
always @ (posedge clk) begin  
	address <= address;
	read_address <= read_address;
	write_address <= write_address;
	read_n <= 1;
	write_n <= 1;
	writedata <= writedata;
	if (idle) begin
		address <= SDRAM_BASE;
		read_n <= 0;
		read_address <= SDRAM_BASE;
		write_address <= (SDRAM_BASE + WIDTH*HEIGHT + 2);
	end
	else if (shift_en) begin
		read_address <= read_address + 1;
		write_address <= write_address + 1;
	end
	else if (prev_load) begin
		address <= read_address;
		read_n <= 0;
	end
	else if (curr_load) begin
		address <= read_address + (WIDTH);
		read_n <= 0;
	end
	else if (next_load) begin
		address <= read_address + (2*WIDTH);
		read_n <= 0;
	end
	else if (write_en) begin
		writedata <= abs_D;
		address <= write_address;
		write_n <= 0;
	end
	else if (done) begin
		writedata <= 16'hFFFF;
		address <= SDRAM_BASE;
		write_n <= 0;
	end
end
always @ (posedge clk) begin  
	shift_count <= (idle) ? 0: ((shift_en) ? shift_count + 1: shift_count);
end
always @ (posedge clk) begin  
	pixel_count <= (idle) ? 0: ((shift_en) ? pixel_count + 1: pixel_count);
end
always @ (posedge clk) begin  
	if (idle) begin
		result_valid <= 0;
		fill_count <= 0;
	end
	else if (!result_valid && shift_en) begin
		fill_count <= fill_count + 1;
		result_valid <= (fill_count == 6) ? 1:0;
	end
end
always @ (posedge clk)  
	start <= (idle && readdatavalid && readdata == 16'hFFFE) ? 1: 0;
always @(posedge clk)  
	if (shift_en) result <= {result[7:0], abs_D};
endmodule
[flow/run.sh]
#!/bin/bash
# OpenROAD 26Q1-2900-gdf79404cd8, Yosys 0.63+post, stock flow scripts
make -C /OpenROAD-flow-scripts/flow DESIGN_CONFIG=/design/flow/config.mk WORK_HOME=/design/flow/orfs finish
[flow/config.mk]
export PLATFORM = sky130hd
export DESIGN_NAME = sobel_accelerator
export DESIGN_NICKNAME = sobel_accelerator
export VERILOG_FILES = /design/flow/design.v
export SDC_FILE = /design/flow/constraint.sdc
export NUM_CORES = 4
export LEC_CHECK = 1
export CORE_UTILIZATION = 30
[flow/constraint.sdc]
current_design sobel_accelerator

set clk_period 10.5
set clk_io_pct 0.2

create_clock -name clk0 -period $clk_period [get_ports {clk}]

set non_clock_inputs [all_inputs -no_clocks]
set_input_delay [expr $clk_period * $clk_io_pct] -clock clk0 $non_clock_inputs
set_output_delay [expr $clk_period * $clk_io_pct] -clock clk0 [all_outputs]
==> results.yml <==
# flow metrics
status:
  status: "complete, no violations"
global_route:
  grt_pass1_vias: 10100
  grt_overflow: 0
  grt_max_degree: 71
  grtUsageTotal: 0.133
  grt_pass1_wl_um: 52500
  antenna_found_initial: 2
clock_network:
  cts_max_level: 2
  cts_resized: 0
  postCtsHoldBufs: 0
  cts-root-buf: "clkbuf_16"
  max-clock-path-buffers: 3
  clk_latency_ns: 0.55
  cts.clk_slew.worst_paths_ns: 0.06
  cts_made_buffers: 35
  cts_setup_buffers: 0
  cts_tree: "built"
sta:
  setup_tns_ns: 0
  untimed_endpoints: 11
  rsz0062_at_grt: "no"
  relSlewSlack: 0.426
  drv_slew: 0
  unclocked_regs: 4
  fin_crit_sh: 0.361
  hold_viol_final: 0
  setup_viol: 0
  worst_pin_slew_ns: 0.840
  fin_skew_ns: 0.0218
  max_freq_mhz: 264
  post-route-min-period_ns: 3.79
layout:
  synthToLayoutAreaGrowth_pct: 16.8
  layout-drive-gt1-share: 0.0609
  finalInstanceArea_sq_mm: 0.0178
  nFillCells: 4784
routing:
  dr.pass1.iters: 5
  ant_nets: 0
  via_per_inst: 4.73
  drt-total-wl_um: 32600
  drcViolationCount: 0
  drtIter0Drc: 659
  num_vias: 10300
  wl_per_cell_um: 14.9
synthesis:
  yosys-stat-cells: 1435
  yosysTopAreaCellShare: 0.313
  avgSynthCellArea_sq_um: 10.6
  yosysWarnings: 2
  common_cells: "edfxtp_1 (159), nor2_1 (147), dfxtp_1 (137), nand2_1 (99), inv_1 (94)"
  ys_chip_area_sq_mm: 0.0153
  syn_inst: 1435
  syn_area_sq_mm: 0.0153
  top_area_cell: "edfxtp_1"
  async_flop_share: 0
  numSynthFlops: 300
  edf_count: 159
  synthTopCellsByArea: "edfxtp_1 (31%), dfxtp_1 (18%), fa_1 (8.3%)"
  ff_type: "edfxtp_1"
  most_common_cell: "edfxtp_1"
  ys_types: 69
worst_hold_path:
  hold_path.class: "register to register"
placement:
  place.gp.congestion: 0.892
  port_buffers: 69
  dp.final_hpwl_um: 22600
  dpl_cell_area_sq_mm: 0.0166
critical_path:
  crit_required_ns: 10.77
  worst-path-buf-inv: 3
  end_kind: "register"
  crit_path_max_fanout: 3
  cp-start-kind: "register"
  critPathKind: "register to register"
  cp.arrival_ns: 4.06
  path_delay_family: "adder cells"
  slowest_stage: "fa_1"
  path_cells: "fa_1 > inv_1 > ha_1 > inv_1 > fa_1 > ha_1 > inv_1 > fa_1 > nor2b_1 > o21ai_0 > a21boi_0 > o21ai_0 > nor2b_1 > xnor2_1"
  cpPeakStageDelay_ns: 0.56
power_and_ir_drop:
  ir_drop_uv: 101
  p_leak_nw: 5.99
  powerDensity_mw_per_mm2: 141
flow_run:
  cap_violations: 0
  warning_count: 27
floorplanning:
  chipArea_sq_mm: 0.0517
  ios: 73
  die_x_um: 227
  num_rows: 82
  die_h_um: 227
  initCoreUtil: 0.304
  coreArea_sq_mm: 0.0502
flip-flops by register name, indices dropped and copies added (netlist names), 4 cells and up:
name,count
prev_row,16
address,32
read_address,32
pixel_count,20
fill_count,5
Dy,11
write_address,32
curr_row,16
abs_D,8
next_row,16
writedata,9
state,4
next_state,4
Dx,11
O,72
final timing paths:
| path | startpoint | to | slack [ns] | cells past startpoint |
|---|---|---|---|---|
| worst min-delay path | next_row[14] | O[8][6] | 0.41 | 0 |
| worst max register to register | O[2][1] | Dx[7] | 6.71 | 14 |
| worst max-delay path | O[2][1] | Dx[7] | 6.71 | 14 |
| worst min register to register | next_row[14] | O[8][6] | 0.41 | 0 |
per-layer routing:
layer | share of wire | GRT usage
met4 | 0.027 | 0.0316
met5 | 0.00052 | 0
met3 | 0.059 | 0.0312
met1 | 0.45 | 0.190
met2 | 0.46 | 0.213
through the flow:
stage               cells  setup slack [ns]  total power, mW  hold slack [ns]  utilization
floorplan            1437              6.16             1.24            0.396            -
global placement     2119              6.66             1.25            0.400        0.330
detailed placement   2119              6.61             1.25            0.405        0.330
CTS                  2182              6.68             2.54            0.416        0.355
global route         2182              6.42             2.58            0.419        0.355
finish               2183              6.71             2.51            0.412        0.355
power breakdown:
part / total (mW) / leakage [nW] / internal [mW] / switching, mW
Combinational: 0.0131 / 2.81 / 0.00690 / 0.00620
Clock: 1.29 / 0.591 / 0.801 / 0.487
Sequential: 1.21 / 2.59 / 1.21 / 0.00000241
cell usage in the layout, fill, tap and decap left out, drive strengths merged, types with 49 or more instances in the layout:
master,netlist,layout
nor2,147,147
inv,94,94
nand2,99,99
dfxtp,137,137
clkdlybuf4s50,0,69
xor2,49,49
xnor2,68,68
o21ai,62,62
edfxtp,159,159
a21oi,65,65
fa,63,63
cell families (layout without fill, tap and decap cells):
group                      count (synthesis)  after routing  synth area share
AOI/OAI and AO/OA                        253            253             0.110
DFF                                      296            296             0.493
and+or+nand+nor                          484            484             0.159
muxes                                      6              6           0.00394
adders and majority gates                106            106             0.118
xor gates and xnor gates                 117            117            0.0672
latches                                    4              4           0.00394
other                                      1              4          0.000246
buffers and inverters                    168            241            0.0454
final cells by class:
class | instances | area (sq um) | area share
flip-flops and latches | 300 | 7580 | 0.426
repair buffers | 84 | 803 | 0.0451
multi-input cells | 969 | 6990 | 0.393
inverters | 94 | 353 | 0.0198
diodes | 1 | 2.50 | 0.000140
clock buffers | 44 | 961 | 0.0539
clock inverters | 19 | 278 | 0.0156
well taps | 672 | 841 | 0.0472
worst reg2reg max path: cells and delay by family, from the launching register on:
family          cells  cell delay (ns)
fa+ha+maj           5             1.93
compound gates      3             0.56
flops               1             0.45
simple gates        2             0.29
buf+inv             3             0.17
xor+xnor            1             0.12
Power is estimated from default activity; no workload was simulated.
