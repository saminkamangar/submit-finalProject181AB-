## /design/flow/config.mk

```make
export PLATFORM = sky130hd
export DESIGN_NAME = mult_accelerator
export DESIGN_NICKNAME = mult_accelerator
export VERILOG_FILES = /design/flow/design.v
export SDC_FILE = /design/flow/constraint.sdc
export NUM_CORES = 4
export LEC_CHECK = 1
export CORE_UTILIZATION = 50
```

## /design/flow/constraint.sdc

```tcl
current_design mult_accelerator

set clk_period 12.6
set clk_io_pct 0.2

create_clock -name clk0 -period $clk_period [get_ports {clk}]

set non_clock_inputs [all_inputs -no_clocks]
set_input_delay [expr $clk_period * $clk_io_pct] -clock clk0 $non_clock_inputs
set_output_delay [expr $clk_period * $clk_io_pct] -clock clk0 [all_outputs]
```

## /design/flow/run.sh

```bash
#!/bin/bash
# OpenROAD 26Q1-2900-gdf79404cd8, Yosys 0.63+post, stock flow scripts
make -C /OpenROAD-flow-scripts/flow DESIGN_CONFIG=/design/flow/config.mk WORK_HOME=/design/flow/orfs finish
```

## /design/flow/design.v

```verilog
module mult_accelerator (
	input clk,
	output reg read_n = 1 ,
	output reg write_n  = 1,
	output chipselect,
	input waitrequest,
	output reg [31:0] address = 32'hC0000000,
	output [1:0] byteenable,
	input readdatavalid,
	input [15:0] readdata,
	output reg [15:0] writedata,
	input reset_n
);
assign byteenable = 2'b11;
assign chipselect = 1'b1;
parameter SDRAM_BASE = 32'hC0000000,
	PIXELS_BASE = SDRAM_BASE + 2,
	WEIGHTS_BASE = PIXELS_BASE + 98,
	RESULTS_BASE = WEIGHTS_BASE + 78400,
	LAYER1_BASE = RESULTS_BASE + 400,
	WEIGHTS2_BASE = LAYER1_BASE + 26,
	RESULTS2_BASE = WEIGHTS2_BASE + 20000;
parameter [4:0] 
	IDLE  = 0,
	LOAD_ADDR = 8,
	READ_PIXELS = 1,
	READ_PIXELS_ACK = 6,
	READ_WEIGHTS = 2,
	READ_WEIGHTS_ACK = 7,
	COMP = 3,
	WRITE  = 4,
	WRITE_DONE = 5;
reg [15:0] weights_in;  
reg [15:0] pixels_in;  
reg [31:0] read_address_w= WEIGHTS_BASE, read_address_p = PIXELS_BASE, write_address = RESULTS_BASE;
reg signed [15:0] sum0 = 0;  
reg signed [15:0] sum1 = 0;
reg signed [15:0] sum2 = 0;
reg signed [15:0] sum3 = 0;
reg [4:0] state = IDLE, next_state = IDLE;
reg weights_load = 0, pixels_load = 0;
reg weights_wait = 0, pixels_wait = 0;
reg shift_en = 0;
reg write_en = 0;
reg idle = 1;
reg addr_load = 0;
reg start = 0, done = 0;
reg result_valid = 0;
reg is_layer2 = 0;
reg [1:0] shift_count = 0;  
reg [10:0] pixel_count = 0; 
reg [9:0] row_count = 0;  
always @ (posedge clk)  
	state <= (!reset_n) ? IDLE: next_state;
always @ (*) begin 
	idle = 0;
	addr_load = 0;
	weights_load = 0;
	pixels_load = 0;
	weights_wait = 0;
	pixels_wait = 0;
	shift_en = 0;
	write_en = 0;
	done = 0;
	address = SDRAM_BASE;
	read_n = 1;
	write_n = 1;
	writedata = 16'b1;
	case (state)
		IDLE: begin
			idle = 1;
			address = SDRAM_BASE; 
			read_n = 0;
			next_state = (start) ? LOAD_ADDR: IDLE;
		end
		LOAD_ADDR: begin
			addr_load = 1;
			next_state = READ_PIXELS;
		end
		READ_PIXELS: begin
			pixels_load = 1;
			address = read_address_p;
			read_n = 0;
			next_state = (!waitrequest) ? READ_PIXELS_ACK: READ_PIXELS;
		end
		READ_PIXELS_ACK: begin
			pixels_wait = 1;
			next_state = (readdatavalid) ? READ_WEIGHTS: READ_PIXELS_ACK;
		end
		READ_WEIGHTS: begin
			weights_load = 1;
			address = read_address_w;
			read_n = 0;
			next_state = (!waitrequest) ? READ_WEIGHTS_ACK: READ_WEIGHTS;
		end
		READ_WEIGHTS_ACK: begin
			weights_wait = 1;
			next_state = (readdatavalid) ? COMP: READ_WEIGHTS_ACK;
		end
		COMP: begin
			shift_en = 1;
			if (is_layer2) 
				next_state = (pixel_count >= 196) ? WRITE: ((shift_count >= 3) ? READ_PIXELS: READ_WEIGHTS);
			else
				next_state = (pixel_count >= 780) ? WRITE: ((shift_count >= 3) ? READ_PIXELS: READ_WEIGHTS);
		end
		WRITE: begin
			write_en = 1;
			writedata = $signed(sum0 + sum1 + sum2 + sum3);
			address = write_address;
			write_n = 0;
			next_state = (waitrequest) ? WRITE: ((row_count >= 199) ? WRITE_DONE: READ_PIXELS);
		end
		WRITE_DONE: begin
			done = 1;
			writedata = 16'hFFFF;
			address = SDRAM_BASE;
			write_n = 0;
			next_state = (waitrequest) ? WRITE_DONE: IDLE;
		end
	endcase
end
always @(posedge clk) begin 
	sum0 <= sum0;
	sum1 <= sum1;
	sum2 <= sum2;
	sum3 <= sum3;
	weights_in <= weights_in;
	pixels_in <= pixels_in;
	if (idle) begin
		sum0 <= 0;
		sum1 <= 0;
		sum2 <= 0;
		sum3 <= 0;
		weights_in <= 0;
		pixels_in <= 0;
	end
	if (weights_wait) begin
		weights_in <= (readdatavalid) ? readdata: weights_in;
	end
	if (pixels_wait) begin
		pixels_in <= (readdatavalid) ? readdata: pixels_in;
	end
	if (shift_en) begin 
		sum0 <= (pixels_in[12] == 1) ? (sum0 + $signed(weights_in[3:0])): sum0;
		sum1 <= (pixels_in[13] == 1) ? (sum1 + $signed(weights_in[7:4])): sum1;
		sum2 <= (pixels_in[14] == 1) ? (sum2 + $signed(weights_in[11:8])): sum2;
		sum3 <= (pixels_in[15] == 1) ? (sum3 + $signed(weights_in[15:12])): sum3;
		pixels_in <= pixels_in << 4;
	end
	if (write_en) begin
		sum0 <= (!waitrequest) ? 0: sum0;
		sum1 <= (!waitrequest) ? 0: sum1;
		sum2 <= (!waitrequest) ? 0: sum2;
		sum3 <= (!waitrequest) ? 0: sum3;
	end
end
always @ (posedge clk) begin  
	read_address_p <= read_address_p;
	read_address_w <= read_address_w;
	write_address <= write_address;
	if (idle) begin
		read_address_p <= PIXELS_BASE;  
		read_address_w <= WEIGHTS_BASE;  
		write_address <= RESULTS_BASE;  
	end
	else if (addr_load && is_layer2) begin
		read_address_p <= LAYER1_BASE;  
		read_address_w <= WEIGHTS2_BASE;  
		write_address <= RESULTS2_BASE;  
	end
	else if (pixels_load) begin
		read_address_p <= (!waitrequest) ? read_address_p + 2: read_address_p;
	end
	else if (weights_load) begin
		read_address_w <= (!waitrequest) ? read_address_w + 2: read_address_w;
	end
	else if (write_en) begin
		read_address_p <= (is_layer2) ? LAYER1_BASE: PIXELS_BASE;
		write_address <= (waitrequest) ? write_address: write_address + 2;
	end
end
always @ (posedge clk) begin  
	shift_count <= (idle || write_en) ? 0: ((shift_en) ? shift_count + 1: shift_count);
end
always @ (posedge clk) begin  
	pixel_count <= (idle || write_en) ? 0: ((shift_en) ? pixel_count + 4: pixel_count);
end
always @ (posedge clk) begin  
	row_count <= (idle) ? 0: ((write_en && !waitrequest) ? row_count + 1: row_count);
end
always @ (posedge clk) begin 
	start <= (idle && readdatavalid && (readdata == 16'hFFFE || readdata == 16'hFFFD)) ? 1: 0;
end
always @ (posedge clk) begin
	is_layer2 <= is_layer2;
	if (idle && readdatavalid && readdata == 16'hFFFE)
		is_layer2 <= 0;
	if (idle && readdatavalid && readdata == 16'hFFFD)
		is_layer2 <= 1;
end
endmodule
```

==> results.cfg <==
; flow metrics
[status]
outcome = finished clean

[critical_path]
endpoint_kind = output pin
critPathKind = reg2out
start_kind = register
rrSetupSlack_ns = 9.11
cp.required_ns = 10.08
cp.arrival_ns = 4.66
crit_fanout = 3

[power_and_ir_drop]
leakage_nw = 6.26
combPwrFrac = 0.007
intPower_mw = 1.26
powerDensity_nw_per_um2 = 97.0
ir_drop_mv = 0.100
power.switching_mw = 0.315
swShare = 0.199
p_total_mw = 1.58
power_frac_seq = 0.460
pwr-share-clk = 0.533

[global_routing]
grt_pass1_wl_um = 58100
grt_max_degree = 57
grt_overflow_total = 0
grt_pass1_vias = 11300
track_usage = 0.269
antenna_found_initial = 0

[place]
place_ws_ns = 6.00
placed_area_um2 = 15300
gp_congestion = 0.929
dpl.hpwl_um = 26500
io_buffers = 69

[final_timing]
relSlewSlack = 0.427
period_needed_ns = 7.18
finalMaxSlewViolations = 0
hold_viol = 0
grt_setup_unrepaired = no
max_freq_mhz = 139
setup_viol = 0
tightest_slew_ns = 0.860
unclocked_pins = 4
timing.final.crit_share = 0.570
untimed_endpoints = 4
fin_ws_ns = 5.42
fin_tns_setup_ns = 0
fin_skew_ns = 0.0110

[die]
rows = 61
die_w_um = 171
initCoreUtil = 0.510
dieArea_um2 = 29100
core_area_um2 = 27900
num_io_pins = 73
fp.dieH_um = 171

[synthesis]
netlist_instances = 1602
synth_top_area_share = 0.194
yosysMostFrequentCell = nor2_1
ys_async_sr_fraction = 0
synthTopCellsByArea = edfxtp_1 (19%), dfxtp_1 (18%), ha_1 (7.2%)
synth_area_um2 = 14200
numSynthFlops = 221
syn_avg_cell_area_um2 = 8.87
top_cells_by_count = nor2_1 (160), nand2_1 (152), dfxtp_1 (125), inv_1 (115), edfxtp_1 (92)
ff_type = dfxtp_1
ys_types = 72
yosysWarnings = 1
edf_count = 92
ys_chip_area_um2 = 14200
top_area_cell = edfxtp_1
yosys_cells = 1602

[final_layout]
layout-drive-gt1-share = 0.0488
stdcell_area_um2 = 16300
syn_to_final_growth_pct = 14.5
n_fill_cell = 2437

[clock_network]
hold_buffers = 0
htreeDepth = 1
cts.path.max_buffers = 3
post-cts-setup-buffers = 0
clk_latency_ns = 0.54
clk_pin_slew_ns = 0.06
cts_tree = done
cts_resized = 0
cts_buffers = 26
root_buffer = clkbuf_16

[route]
drtPass1Iterations = 5
drc = 0
routed_via_density = 5.62
routed_wirelength_um = 36300
num_vias = 11600
wl_per_cell_um = 17.6
antennaDiodeCount = 0
ant_nets = 0
drt-initial-drc-count = 743

[job]
warnings = 26
cap_violations = 0

[min_path]
holdCritPathClass = reg2reg
[registers in the layout, indices dropped and copies added (netlist names)]
name and cells:
sum2 16, sum1 16, sum3 16, pixels_in 16
pixel_count 9, read_address_w 31, state 4, sum0 16
read_address_p 32, row_count 10, is_layer2 1, weights_in 16
write_address 31, shift_count 2, next_state 4, start 1
[layout make-up]
class | count | area (µm²) | share of cell area
multi-input cells | 1209 | 8240 | 0.506
flip-flops and latches | 221 | 5330 | 0.327
repair buffers | 88 | 833 | 0.0512
clock buffers | 32 | 724 | 0.0445
well taps | 378 | 473 | 0.0291
inverters | 115 | 432 | 0.0265
clock inverters | 15 | 248 | 0.0152
[worst paths after layout]
path,end,startpoint,cells past startpoint
setup / recovery,writedata[13],sum0[1],14
setup reg to reg,write_address[31],state[2],6
hold / removal,shift_count[1],shift_count[1],2
hold reg to reg,shift_count[1],shift_count[1],2
[layout by cell type (no fill, tap or decap), types with 9 or more instances in the layout]
master           instances
and3_1                  29
ha_1                    82
xnor2_1                 64
and4_1                   9
o21ai_0                 68
nand2b_1                18
o21a_1                  20
nand3_1                 51
edfxtp_1                92
nor2_1                 160
nor3_1                  55
o211ai_1                11
inv_1                  115
xor2_1                  71
nand4_1                 39
and2_1                  31
dfxtp_1                125
a211oi_1                20
buf_4                   19
a22oi_1                 34
clkdlybuf4s50_1         69
fa_1                    34
a22o_1                  12
a21o_1                  24
clkbuf_16               27
nor2b_1                 16
a31oi_1                  9
a21oi_1                 78
or3_1                   21
nand2_1                152
[metrics by stage]
step | utilization | hold WS [ns] | cells
CTS | 0.584 | 0.461 | 2058
global route | 0.584 | 0.482 | 2058
global placement | 0.549 | 0.436 | 2011
finish | 0.584 | 0.459 | 2058
floorplan | - | 0.421 | 1604
detailed placement | 0.549 | 0.444 | 2011
[worst max-delay path, stage by stage (launching register included)]
cell and delay (ns):
edfxtp_1 0.39, inv_1 0.15, fa_1 0.43, fa_1 0.47, inv_1 0.07, ha_1 0.19, inv_1 0.06, fa_1 0.40
nand2b_1 0.20, a211oi_1 0.47, o221ai_1 0.21, a21boi_0 0.25, o21bai_1 0.10, a311oi_1 0.24, clkdlybuf4s50_1 0.50
[cells by family (layout without fill, tap and decap cells)]
logic type	Yosys count	after routing	synth area share
buffers and inverters	174	250	0.0486
AND/OR/NAND/NOR	616	616	0.215
XOR/XNOR	135	135	0.0832
adder cells (fa/ha/maj)	116	116	0.120
AND-OR/OR-AND	334	334	0.155
latches	4	4	0.00423
flip-flops	217	217	0.370
other	1	3	0.000264
multiplexers	5	5	0.00361
[power by group through the flow]
| stage | combinational, mW | clock (mW) | sequential (mW) |
|---|---|---|---|
| finish | 0.0116 | 0.841 | 0.727 |
| global route | 0.0122 | 0.879 | 0.726 |
| CTS | 0.0116 | 0.858 | 0.727 |
[metal layers]
layer | track usage | vias to the layer above | wire (µm)
met1 | 0.387 | 5436 | 16200
met2 | 0.432 | 244 | 17100
met3 | 0.0525 | 60 | 1910
li1 | - | 5826 | -
met5 | 0 | - | 0
met4 | 0.0748 | 0 | 1100
Power and IR drop assume default switching activity.
